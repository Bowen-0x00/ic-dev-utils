===== design.v =====
`timescale 1ns/1ps
module timer #(
    parameter int PERIOD = 10,             
    parameter int DUTY   = 50              
)(
    input  logic clk,
    input  logic rst_n,                    
    input  logic enable,                   
    output logic pulse,                    
    output logic tick                      
);
    localparam int _PERIOD = (PERIOD > 0) ? PERIOD : 1;
    localparam int _DUTY   = (DUTY >= 0 && DUTY <= 100) ? DUTY : 50;
    localparam int THRESH = (_PERIOD * _DUTY) / 100;
    int unsigned cnt;
    always_ff @(posedge clk or negedge rst_n) begin
        if (!rst_n) begin
            cnt   <= 0;
            tick  <= 1'b0;
            pulse <= 1'b0;
        end else if (!enable) begin
            cnt   <= cnt;
            tick  <= 1'b0;
            pulse <= 1'b0;
        end else begin
            if (cnt == _PERIOD - 1) begin
                cnt  <= 0;
                tick <= 1'b1;
            end else begin
                cnt  <= cnt + 1;
                tick <= 1'b0;
            end
            if (THRESH > 0 && cnt < THRESH)
                pulse <= 1'b1;
            else
                pulse <= 1'b0;
        end
    end
    // synthesis translate_off
    // synthesis translate_on
endmodule

===== run.sh =====
#!/bin/bash
# OpenROAD 26Q1-2900-gdf79404cd8, Yosys 0.63+post, stock flow scripts
make -C /OpenROAD-flow-scripts/flow DESIGN_CONFIG=/design/flow/config.mk WORK_HOME=/design/flow/orfs finish

===== config.mk =====
export PLATFORM = sky130hd
export DESIGN_NAME = timer
export DESIGN_NICKNAME = timer
export VERILOG_FILES = /design/flow/design.v
export SDC_FILE = /design/flow/constraint.sdc
export NUM_CORES = 4
export LEC_CHECK = 1
export CORE_AREA = 10 10 114 114
export DIE_AREA = 0 0 124 124

===== constraint.sdc =====
current_design timer

set clk_period 5.4
set clk_io_pct 0.2

create_clock -name clk0 -period $clk_period [get_ports {clk}]

set non_clock_inputs [all_inputs -no_clocks]
set_input_delay [expr $clk_period * $clk_io_pct] -clock clk0 $non_clock_inputs
set_output_delay [expr $clk_period * $clk_io_pct] -clock clk0 [all_outputs]

==> out/results.tsv <==
stage	metric	value	unit
clock_tree	CTS root buf	clkbuf_8	
synth	Yosys top cell by instances	dfrtp_1	
detailed_routing	first-pass detailed-route iteration total	4	
outcome	outcome	completed	
critical_path	worst-path maximum fanout	11	
synth	syn avg cell area	11.1	µm²
final_timing	fmax	0.368	GHz
power_and_ir_drop	sequential power share	0.546	
synth	synth warn	2	
final_timing	# setup viols final	0	
power_and_ir_drop	power share of the clock group	0.320	
global_route	number of global-route vias before repair	1100	
placement	dpl hpwl	2080	µm
global_route	Total GRT Usage	0.0424	
power_and_ir_drop	Sw Ratio	0.276	
synth	most instantiated cells after synthesis	dfrtp_1, xnor2_1, nand2_1, nand3_1, nand4_1	
global_route	met2 global-route usage	0.0609	
synth	count of cell types in the netlist	30	
critical_path	reg-to-reg endpoint	cnt[20]	
worst_hold_path	hold path depth	1	
critical_path	CP arrival	2.89	ns
global_route	global route hottest layer	met2	
detailed_routing	vias post-DR	1134	
die	DIE WIDTH	124	µm
synth	Area leader share	0.510	
power_and_ir_drop	cell-internal power	0.000411	W
power_and_ir_drop	sw power	0.000157	W
critical_path	crit path kind	in -> reg	
final_layout	Fillers	1140	
global_route	first-pass GRT wire length	5330	µm
die	FP Util	0.160	
clock_tree	CTS tree	done	
critical_path	R2R Setup Slk	3.58	ns
synth	Post-synth seq share	0.510	
die	full die area	0.0154	mm²
final_timing	RSZ-0062 raised after global routing	no	
final_timing	Final Hold Viols	0	
detailed_routing	vias per inst	3.87	
critical_path	Setup crit start kind	input port	
critical_path	R2R Path Start	cnt[0]	
clock_tree	CTS Hold Bufs	0	
critical_path	Crit. Startpoint	enable	
detailed_routing	number of diodes	0	
synth	Post-synth EDFFs	0	
worst_hold_path	hold path start	cnt[31]	
synth	Seq cells post-synth	34	
die	# IOs	5	
clock_tree	# resized after CTS	0	
clock_tree	Latency at later pin	0.28	ns
placement	Placer Congestion	0.842	
power_and_ir_drop	PD cells	294	mW/mm²
synth	YS chip area	0.00167	mm²
final_timing	Least-Margin Pin Slew	0.593	ns
final_timing	min Tclk post-route	2.72	ns
final_timing	Rel. slew slack	0.602	
detailed_routing	Residual DRC	0	
critical_path	worst reg-to-reg path cell count	5	
global_route	Overflow after GRT	0	
global_route	largest net degree at the start of global routing	35	
detailed_routing	initial DRC count	70	
synth	ys async rst share	1.00	
worst_hold_path	WHS Endpoint	cnt[31]	
synth	Synth Flop Type	dfrtp_1	
detailed_routing	drt wl/cell	10.4	µm
critical_path	Crit. End Element	flip-flop	
die	FP Rows	37	
synth	cell count in the Yosys report	151	
clock_tree	Post-CTS Setup Bufs	0	
global_route	routing usage on met1	0.0596	
final_timing	Clock Skew	0.00247	ns
die	die height	124	µm
clock_tree	Sink Count	34	
power_and_ir_drop	Peak supply drop	0.101	mV
detailed_routing	wirelength, routed	3040	µm
clock_tree	clock buffer depth	2	
global_route	met3 GRT Util	0.0165	
final_timing	Max Slew Vio Count	0	
detailed_routing	Final ANT Viol Nets	0	
clock_tree	clock-pin slew on the worst setup and hold paths	0.06	ns
clock_tree	H-tree depth	2	
power_and_ir_drop	combinational power share	0.135	
synth	Mapped Area	0.00167	mm²
run	tool warnings	27	
placement	port buffer count	4	
final_timing	cycle use final	0.503	
synth	Post-synth area hogs	dfrtp_1, xnor2_1, nand4_1	
worst_hold_path	Hold Crit Class	reg -> reg	
power_and_ir_drop	Design Power	0.000568	W
final_layout	share of cells above drive strength 1	0.0701	
run	max-cap viol count	0	
synth	Yosys top cell by area	dfrtp_1	
clock_tree	Num CTS Buffers	5	
power_and_ir_drop	LEAKAGE	0.829	nW
critical_path	CP required	5.57	ns
die	Core Footprint	0.0104	mm²
global_route	antenna violations before repair	0	
synth	Post-Synthesis Cells	151	
final_timing	total negative setup slack	0	ns
final_layout	Area Growth Syn to Fin	15.8	%
[per-stage QoR]
step	setup WS, ns	cell area [µm²]	util	cells	hold WS [ns]
2_1_floorplan	3.40	1670	-	151	0.447
3_3_place_gp	2.43	1850	0.178	287	0.474
3_5_place_dp	2.39	1850	0.178	287	0.469
4_1_cts	2.69	1930	0.186	293	0.482
5_1_grt	2.50	1930	0.186	293	0.513
6_report	2.68	1930	0.186	293	0.477
[layout make-up]
class                           instances  area (µm²)  share of cell area
Clock buffer                            6        82.6              0.0427
Timing Repair Buffer                    5        47.5              0.0246
Inverter                                4        15.0             0.00777
Multi-Input combinational cell        108         767               0.397
Sequential cell                        34         851               0.440
Tap cell                              136         170              0.0880
[state kept, by name (all words and copies together), names as in the netlist]
name and flops:
tick 1, cnt 32, pulse 1
[cells by family after synthesis]
| group | Yosys count | synth area share |
|---|---|---|
| xor+xnor | 29 | 0.152 |
| simple gates | 72 | 0.272 |
| compound gates | 4 | 0.0127 |
| buf+inv | 9 | 0.0307 |
| fa+ha+maj | 3 | 0.0225 |
| flops | 34 | 0.510 |
[power by group through the flow]
| stage | logic, W | clock network (W) | registers, W |
|---|---|---|---|
| after CTS | 0.0000777 | 0.000185 | 0.000310 |
| after global routing | 0.0000895 | 0.000199 | 0.000314 |
| final | 0.0000765 | 0.000182 | 0.000310 |
[worst max-delay path, cell delays in order]
cell and delay [ns]:
clkdlybuf4s50_1 0.65, nand4_4 0.17, nor4_4 0.59, nand4_1 0.22, xnor2_1 0.17
[per-layer routing]
metal  vias to the layer above  wire [µm]
met2                        30       1320
li1                        550          -
met5                         -          0
met1                       544       1460
met3                        10        172
met4                         0         82
[placed cells by master, fill, tap and decap left out, drive strengths merged]
| master | count |
|---|---|
| a21oi | 1 |
| and2 | 5 |
| and3 | 6 |
| and4 | 6 |
| and4bb | 1 |
| buf | 1 |
| clkbuf | 6 |
| clkdlybuf4s50 | 4 |
| dfrtp | 34 |
| ha | 3 |
| inv | 4 |
| nand2 | 12 |
| nand2b | 1 |
| nand3 | 11 |
| nand3b | 1 |
| nand4 | 12 |
| nor2 | 3 |
| nor3 | 2 |
| nor4 | 9 |
| nor4b | 1 |
| o21ai | 2 |
| o22ai | 1 |
| or2 | 1 |
| or3 | 1 |
| xnor2 | 23 |
| xor2 | 6 |
[worst max path at each step]
stage     endpoint  slack [ns]
4_1_cts    cnt[25]        2.69
5_1_grt    cnt[31]        2.50
6_report   cnt[25]        2.68
Power figures rest on the tool's default switching activity, not on a simulated workload.
